File: ./run.sh
#!/bin/bash
# OpenROAD 26Q1-2900-gdf79404cd8, Yosys 0.63+post, stock flow scripts
make -C /OpenROAD-flow-scripts/flow DESIGN_CONFIG=/design/flow/config.mk WORK_HOME=/design/flow/orfs finish
File: ./config.mk
export PLATFORM = sky130hd
export DESIGN_NAME = MCPU
export DESIGN_NICKNAME = MCPU
export VERILOG_FILES = /design/flow/design.v
export SDC_FILE = /design/flow/constraint.sdc
export NUM_CORES = 4
export LEC_CHECK = 1
export CORE_UTILIZATION = 40
File: ./constraint.sdc
current_design MCPU

set clk_period 25.4
set clk_io_pct 0.2

create_clock -name clk0 -period $clk_period [get_ports {clk}]

set non_clock_inputs [all_inputs -no_clocks]
set_input_delay [expr $clk_period * $clk_io_pct] -clock clk0 $non_clock_inputs
set_output_delay [expr $clk_period * $clk_io_pct] -clock clk0 [all_outputs]
File: ./design.v
`timescale 1ns / 1ps
module MCPU(input INT,
            input clk,
            input reset,
            input MIO_ready,
            input [31:0] Data_in,
            output mem_w,
            output [31:0] PC_out,
            output [31:0] inst_out,
            output [31:0] Data_out,
            output [31:0] Addr_out,
            output CPU_MIO,
            output [4:0] state);
    wire MemRead, MemWrite, IorD, IRWrite, RegWrite, ALUSrcA, PCWrite, PCWriteCond, Branch;
    wire zero, overflow;
    wire [1:0] RegDst, MemtoReg, ALUSrcB, PCSource;
    wire [3:0] ALU_operation;
    assign mem_w = (~MemRead) & MemWrite;
    ctrl Controller(.clk(clk), .reset(reset), .zero(zero), .overflow(overflow),
    .MIO_ready(MIO_ready), .Inst_in(inst_out), .MemRead(MemRead), .MemWrite(MemWrite),
    .CPU_MIO(CPU_MIO), .IorD(IorD), .IRWrite(IRWrite), .RegWrite(RegWrite),
    .ALUSrcA(ALUSrcA), .PCWrite(PCWrite), .PCWriteCond(PCWriteCond), .Branch(Branch),
    .RegDst(RegDst), .MemtoReg(MemtoReg), .ALUSrcB(ALUSrcB), .PCSource(PCSource),
    .ALU_operation(ALU_operation), .state_out(state));
    M_datapath Datapath(.clk(clk), .reset(reset), .MIO_ready(MIO_ready), .IorD(IorD),
    .IRWrite(IRWrite), .RegWrite(RegWrite), .ALUSrcA(ALUSrcA), .PCWrite(PCWrite),
    .PCWriteCond(PCWriteCond), .Branch(Branch), .RegDst(RegDst), .MemtoReg(MemtoReg),
    .ALUSrcB(ALUSrcB), .PCSource(PCSource), .ALU_operation(ALU_operation), .data2CPU(Data_in),
    .zero(zero), .overflow(overflow), .PC_Current(PC_out), .Inst(inst_out), .data_out(Data_out),
    .M_addr(Addr_out));
endmodule
`timescale 1ns / 1ps
module M_datapath(input clk,
                  input reset,
                  input MIO_ready,
                  input IorD,
                  input IRWrite,
                  input [1:0] RegDst,
                  input RegWrite,
                  input [1:0] MemtoReg,
                  input ALUSrcA,
                  input[1:0]ALUSrcB,
                  input[1:0]PCSource,
                  input PCWrite,
                  input PCWriteCond,
                  input Branch,
                  input[3:0]ALU_operation,
                  output[31:0]PC_Current,
                  input[31:0]data2CPU,
                  output[31:0]Inst,
                  output[31:0]data_out,
                  output[31:0]M_addr,
                  output zero,
                  output overflow);
    wire [31:0] ALUout;
    wire [31:0] Imm32;
    wire [31:0] res;
    wire [4:0]  Wt_addr;
    wire [31:0] MD;
    wire [31:0] Wt_data;
    wire [31:0] data_B;
    wire [31:0] rdata_A;
    wire [31:0] data_A;
    wire [31:0] PC_out;
    wire [31:0] lui;
    wire [4:0] ra;
    assign ra = 5'd31;
    assign Imm32 = {Inst[15] ? 16'hFFFF : 16'h0, Inst[15:0]};
    assign data_A = ALUSrcA ? rdata_A[31:0] : PC_Current[31:0];
    assign M_addr = IorD ? ALUout[31:0] : PC_Current[31:0];
    assign lui = {Inst[15:0], data_out[15:0]};
    ALU  U1 (.A(data_A[31:0]),
             .ALU_operation(ALU_operation),
             .B(data_B[31:0]),
             .shamt(Inst[10:6]),
             .overflow(overflow),
             .res(res[31:0]),
             .zero(zero));
    Regs U2 (.clk(clk),
             .we(RegWrite),
             .rst(reset),
             .R_addr_A(Inst[25:21]),
             .R_addr_B(Inst[20:16]),
             .Wt_addr(Wt_addr[4:0]),
             .Wt_data(Wt_data[31:0]),
             .rdata_A(rdata_A[31:0]),
             .rdata_B(data_out[31:0]));
    REG32 IR (.CE(IRWrite),
              .clk(clk),
              .D(data2CPU[31:0]),
              .rst(reset),
              .Q(Inst[31:0]));
    REG32 MDR (.CE(1'b1),
               .clk(clk),
               .D(data2CPU[31:0]),
               .rst(1'b0),
               .Q(MD[31:0]));
    REG32 PC_Reg (.CE(((~(zero ^ Branch) & PCWriteCond) | PCWrite) & MIO_ready),
                  .clk(clk),
                  .D(PC_out[31:0]),
                  .rst(reset),
                  .Q(PC_Current[31:0]));
    REG32 ALU_Out_Reg (.CE(1'b1),
                       .clk(clk),
                       .D(res[31:0]),
                       .rst(1'b0),
                       .Q(ALUout[31:0]));
    MUX4T1_32 WtData_4t1 (.I0(ALUout[31:0]),
                          .I1(MD[31:0]),
                          .I2(lui[31:0]),
                          .I3(PC_Current[31:0]),
                          .s(MemtoReg[1:0]),
                          .o(Wt_data[31:0]));
    MUX4T1_32 ALUB_2t1 (.I0(data_out[31:0]),
                        .I1(32'h4),
                        .I2(Imm32[31:0]),
                        .I3({Imm32[29:0], 1'b0, 1'b0}),
                        .s(ALUSrcB[1:0]),
                        .o(data_B[31:0]));
    MUX4T1_32 PC_4t1 (.I0(res[31:0]),
                      .I1(ALUout[31:0]),
                      .I2({PC_Current[31:28], Inst[25:0], 2'b00}),
                      .I3(ALUout[31:0]),
                      .s(PCSource[1:0]),
                      .o(PC_out[31:0]));
    MUX4T1_5 WtAddr_4t1 (.I0(Inst[20:16]),
                         .I1(Inst[15:11]),
                         .I2(ra[4:0]),
                         .I3(5'b0),
                         .s(RegDst[1:0]),
                         .o(Wt_addr[4:0]));
endmodule
module REG32(
           input clk,
           input rst,
           input CE,
           input [31:0] D,
           output reg [31:0] Q);
    always @(posedge clk or posedge rst) begin
        if (rst) begin
                Q <= 0;
            end else if (CE) begin
                Q <= D;
            end
    end
endmodule
module ALU(input [31:0] A, B,
           input [3:0] ALU_operation,
           input [4:0] shamt,
           output reg [31:0] res,
           output zero,
           output reg overflow);
    wire [31:0] res_and, res_or, res_add, res_sub, res_nor, res_slt, res_srl, res_sll, res_xor;
    assign res_and = A & B;
    assign res_or  = A | B;
    assign res_add = A + B;
    assign res_sub = A - B;
    assign res_slt =(A < B) ? 32'h1 : 32'h0;
    assign res_srl = B >> shamt;
    assign res_sll = B << shamt;
    assign res_xor = A ^ B;
    assign zero = (res == 0)? 1: 0;
    always @*
        if(ALU_operation[3] == 1'b0) begin
            case (ALU_operation[2:0])
                3'b000: begin
                    res = res_and;
                    overflow = 1'b0;
                end
                3'b001: begin
                    res = res_or;
                    overflow = 1'b0;
                end
                3'b010: begin
                    res = res_add;
                    overflow = A[31] & ~res[31] | A[31] & B [31] | B[31] & ~res[31];
                end
                3'b110: begin
                    res = res_sub;
                    overflow = ~A[31] & res[31] | ~A[31] & B [31] | B[31] & res[31];
                end
                3'b111: begin
                    res = res_slt;
                    overflow = 1'b0;
                end
                3'b100: begin
                    res = ~res_or;
                    overflow = 1'b0;
                end
                3'b101: begin
                    res = res_srl;
                    overflow = 1'b0;
                end
                3'b011: begin
                    res = res_xor;
                    overflow = 1'b0;
                end
                default: res = 32'hx;
            endcase
        end
        else begin
            case(ALU_operation)
                4'b1000: begin 
                    res = res_sll;
                    overflow = 1'b0;
                end
                default: res = 32'hx;
            endcase
        end
endmodule
module Regs(input clk, rst, we,
            input [4:0] R_addr_A, R_addr_B, Wt_addr,
            input [31:0] Wt_data,
            output [31:0] rdata_A, rdata_B);
    reg [31:0] register [1:31];
    integer i;
	assign rdata_A = (R_addr_A == 0) ? 32'h0 : register[R_addr_A];
	assign rdata_B = (R_addr_B == 0) ? 32'h0 : register[R_addr_B];
	always @(posedge clk or posedge rst) begin
        if (rst == 1)
            for(i = 1; i < 32; i = i + 1)
                register[i] <= 32'h0;
        else if (Wt_addr != 0 && we == 1)
            register[Wt_addr] <= Wt_data;
    end
endmodule
module MUX4T1_5(input [4:0] I0, I1, I2, I3,
                input [1:0] s,
                output [4:0] o);
    assign o = s[1] ? (s[0] ? I3 :I2) : (s[0] ? I1 : I0);
endmodule
module MUX4T1_32(input [31:0] I0, I1, I2, I3,
                 input [1:0] s,
                 output [31:0] o);
    assign o = s[1] ? (s[0] ? I3 :I2) : (s[0] ? I1 : I0);
endmodule
`timescale 1ns / 1ps
module ctrl(input clk,
            input reset,
            input [31:0] Inst_in,
            input zero,
            input overflow,
            input MIO_ready,
            output reg MemRead,
            output reg MemWrite,
            output reg [3:0] ALU_operation,
            output [4:0] state_out,
            output reg CPU_MIO,
            output reg IorD,
            output reg IRWrite,
            output reg [1:0] RegDst,
            output reg RegWrite,
            output reg [1:0] MemtoReg,
            output reg ALUSrcA,
            output reg [1:0] ALUSrcB,
            output reg [1:0] PCSource,
            output reg PCWrite,
            output reg PCWriteCond,
            output reg Branch);
    localparam
    IF = 4'b0000,
    ID = 4'b0001,
    Mem_Ex = 4'b0010,
    Mem_RD = 4'b0011,
    LW_WB = 4'b0100,
    Mem_WD = 4'b0101,
    R_Exe = 4'b0110,
    R_WB = 4'b0111,
    Beq_Exe = 4'b1000,
    J = 4'b1001,
    I_Exe = 4'b1010,
    I_WB = 4'b1011,
    Lui_WB = 4'b1100,
    Bne_Exe = 4'b1101,
    Jr = 4'b1110,
    Jal = 4'b1111;
    localparam
    ALU_AND = 3'b000,
    ALU_OR = 3'b001,
    ALU_ADD = 3'b010,
    ALU_XOR = 3'b011,
    ALU_NOR = 3'b100,
    ALU_SRL = 3'b101,
    ALU_SUB = 3'b110,
    ALU_SLT = 3'b111,
    ALU_SLL = 4'b1000,
    ALU_SLLV = 4'b1000,
    ALU_SLTU = 4'b1001;
    reg [3:0] state;
    assign state_out = {1'b0, state};
    task GoToIF;
        begin
            {PCWrite, PCWriteCond, IorD, MemRead, MemWrite, IRWrite, MemtoReg[1:0], PCSource[1:0], ALUSrcB[1:0], ALUSrcA, RegWrite, RegDst[1:0], CPU_MIO} <= 17'h12821;
            ALU_operation     <= ALU_ADD;
            state             <= IF;
        end
    endtask
    initial begin
        GoToIF;
    end
    always @(posedge clk or posedge reset) begin
        if (reset) begin
            GoToIF;
        end
        else begin
            ALU_operation <= ALU_ADD;
            case (state)
                IF: begin
                    if (MIO_ready) begin
                        {PCWrite, PCWriteCond, IorD, MemRead, MemWrite, IRWrite, MemtoReg[1:0], PCSource[1:0], ALUSrcB[1:0], ALUSrcA, RegWrite, RegDst[1:0], CPU_MIO} <= 17'h00060;
                        ALU_operation     <= ALU_ADD;
                        state             <= ID;
                    end
                    else begin
                        GoToIF;
                    end
                end
                ID: begin
                    case (Inst_in[31:26])
                        6'b000000: begin   
                            {PCWrite, PCWriteCond, IorD, MemRead, MemWrite, IRWrite, MemtoReg[1:0], PCSource[1:0], ALUSrcB[1:0], ALUSrcA, RegWrite, RegDst[1:0], CPU_MIO} <= 17'h00010;
                            state             <= R_Exe;
                            case (Inst_in[5:0])
                                6'b100000: ALU_operation <= ALU_ADD;
                                6'b100010: ALU_operation <= ALU_SUB;
                                6'b100100: ALU_operation <= ALU_AND;
                                6'b100101: ALU_operation <= ALU_OR;
                                6'b100110: ALU_operation <= ALU_XOR;
                                6'b100111: ALU_operation <= ALU_NOR;
                                6'b101010: ALU_operation <= ALU_SLT;
                                6'b101011: ALU_operation <= ALU_SLTU;
                                6'b000010: ALU_operation <= ALU_SRL;
                                6'b000100: ALU_operation <= ALU_SLL;
                                6'b000000: ALU_operation <= ALU_SLLV;
                                6'b001000: begin   
                                    {PCWrite, PCWriteCond, IorD, MemRead, MemWrite, IRWrite, MemtoReg[1:0], PCSource[1:0], ALUSrcB[1:0], ALUSrcA, RegWrite, RegDst[1:0], CPU_MIO} <= 17'h10010;
                                    state             <= Jr;
                                end
                                default: begin
                                    GoToIF;   
                                end
                            endcase
                        end
                        6'b001000: begin   
                            {PCWrite, PCWriteCond, IorD, MemRead, MemWrite, IRWrite, MemtoReg[1:0], PCSource[1:0], ALUSrcB[1:0], ALUSrcA, RegWrite, RegDst[1:0], CPU_MIO} <= 17'h00050;
                            ALU_operation     <= ALU_ADD;
                            state             <= I_Exe;
                        end
                        6'b001100: begin   
                            {PCWrite, PCWriteCond, IorD, MemRead, MemWrite, IRWrite, MemtoReg[1:0], PCSource[1:0], ALUSrcB[1:0], ALUSrcA, RegWrite, RegDst[1:0], CPU_MIO} <= 17'h00050;
                            ALU_operation     <= ALU_AND;
                            state             <= I_Exe;
                        end
                        6'b001101: begin   
                            {PCWrite, PCWriteCond, IorD, MemRead, MemWrite, IRWrite, MemtoReg[1:0], PCSource[1:0], ALUSrcB[1:0], ALUSrcA, RegWrite, RegDst[1:0], CPU_MIO} <= 17'h00050;
                            ALU_operation     <= ALU_OR;
                            state             <= I_Exe;
                        end
                        6'b001110: begin   
                            {PCWrite, PCWriteCond, IorD, MemRead, MemWrite, IRWrite, MemtoReg[1:0], PCSource[1:0], ALUSrcB[1:0], ALUSrcA, RegWrite, RegDst[1:0], CPU_MIO} <= 17'h00050;
                            ALU_operation     <= ALU_XOR;
                            state             <= I_Exe;
                        end
                        6'b001010: begin   
                            {PCWrite, PCWriteCond, IorD, MemRead, MemWrite, IRWrite, MemtoReg[1:0], PCSource[1:0], ALUSrcB[1:0], ALUSrcA, RegWrite, RegDst[1:0], CPU_MIO} <= 17'h00050;
                            ALU_operation     <= ALU_SLT;
                            state             <= I_Exe;
                        end
                        6'b001011: begin   
                            {PCWrite, PCWriteCond, IorD, MemRead, MemWrite, IRWrite, MemtoReg[1:0], PCSource[1:0], ALUSrcB[1:0], ALUSrcA, RegWrite, RegDst[1:0], CPU_MIO} <= 17'h00050;
                            ALU_operation     <= ALU_SLTU;
                            state             <= I_Exe;
                        end
                        6'b001111: begin   
                            {PCWrite, PCWriteCond, IorD, MemRead, MemWrite, IRWrite, MemtoReg[1:0], PCSource[1:0], ALUSrcB[1:0], ALUSrcA, RegWrite, RegDst[1:0], CPU_MIO} <= 17'h00468;
                            state             <= Lui_WB;
                        end
                        6'b100011, 6'b101011: begin   
                            {PCWrite, PCWriteCond, IorD, MemRead, MemWrite, IRWrite, MemtoReg[1:0], PCSource[1:0], ALUSrcB[1:0], ALUSrcA, RegWrite, RegDst[1:0], CPU_MIO} <= 17'h00050;
                            ALU_operation     <= ALU_ADD;
                            state             <= Mem_Ex;
                        end
                        6'b000100: begin   
                            Branch            <= 1;
                            {PCWrite, PCWriteCond, IorD, MemRead, MemWrite, IRWrite, MemtoReg[1:0], PCSource[1:0], ALUSrcB[1:0], ALUSrcA, RegWrite, RegDst[1:0], CPU_MIO} <= 17'h08090;
                            ALU_operation     <= ALU_SUB;
                            state             <= Beq_Exe;
                        end
                        6'b000101: begin   
                            Branch            <= 0;
                            {PCWrite, PCWriteCond, IorD, MemRead, MemWrite, IRWrite, MemtoReg[1:0], PCSource[1:0], ALUSrcB[1:0], ALUSrcA, RegWrite, RegDst[1:0], CPU_MIO} <= 17'h08090;
                            ALU_operation     <= ALU_SUB;
                            state             <= Bne_Exe;
                        end
                        6'b000010: begin   
                            {PCWrite, PCWriteCond, IorD, MemRead, MemWrite, IRWrite, MemtoReg[1:0], PCSource[1:0], ALUSrcB[1:0], ALUSrcA, RegWrite, RegDst[1:0], CPU_MIO} <= 17'h10160;
                            state             <= J;
                        end
                        6'b000011: begin   
                            {PCWrite, PCWriteCond, IorD, MemRead, MemWrite, IRWrite, MemtoReg[1:0], PCSource[1:0], ALUSrcB[1:0], ALUSrcA, RegWrite, RegDst[1:0], CPU_MIO} <= 17'h1076C;
                            state             <= Jal;
                        end
                        default: begin   
                            GoToIF;
                        end
                    endcase
                end
                Mem_Ex: begin
                    case (Inst_in[31:26])
                        6'b100011: begin   
                            {PCWrite, PCWriteCond, IorD, MemRead, MemWrite, IRWrite, MemtoReg[1:0], PCSource[1:0], ALUSrcB[1:0], ALUSrcA, RegWrite, RegDst[1:0], CPU_MIO} <= 17'h06051;
                            state             <= Mem_RD;
                        end
                        6'b101011: begin   
                            {PCWrite, PCWriteCond, IorD, MemRead, MemWrite, IRWrite, MemtoReg[1:0], PCSource[1:0], ALUSrcB[1:0], ALUSrcA, RegWrite, RegDst[1:0], CPU_MIO} <= 17'h05051;
                            state             <= Mem_WD;
                        end
                        default: begin   
                            GoToIF;
                        end
                    endcase
                end
                Mem_RD: begin
                    if (MIO_ready) begin
                        {PCWrite, PCWriteCond, IorD, MemRead, MemWrite, IRWrite, MemtoReg[1:0], PCSource[1:0], ALUSrcB[1:0], ALUSrcA, RegWrite, RegDst[1:0], CPU_MIO} <= 17'h00208;
                        state             <= LW_WB;
                        end else begin
                            {PCWrite, PCWriteCond, IorD, MemRead, MemWrite, IRWrite, MemtoReg[1:0], PCSource[1:0], ALUSrcB[1:0], ALUSrcA, RegWrite, RegDst[1:0], CPU_MIO} <= 17'h06051;
                            state             <= Mem_RD;
                        end
                    end
                    LW_WB: begin
                        GoToIF;
                    end
                    Mem_WD: begin
                        if (MIO_ready) begin
                            GoToIF;
                        end
                        else begin
                            {PCWrite, PCWriteCond, IorD, MemRead, MemWrite, IRWrite, MemtoReg[1:0], PCSource[1:0], ALUSrcB[1:0], ALUSrcA, RegWrite, RegDst[1:0], CPU_MIO} <= 17'h05051;
                            state             <= Mem_WD;
                        end
                    end
                    R_Exe: begin
                        {PCWrite, PCWriteCond, IorD, MemRead, MemWrite, IRWrite, MemtoReg[1:0], PCSource[1:0], ALUSrcB[1:0], ALUSrcA, RegWrite, RegDst[1:0], CPU_MIO} <= 17'h0001A;
                        state             <= R_WB;
                    end
                    R_WB: begin
                        GoToIF;
                    end
                    Beq_Exe: begin
                        GoToIF;
                    end
                    J: begin
                        GoToIF;
                    end
                    I_Exe: begin
                        {PCWrite, PCWriteCond, IorD, MemRead, MemWrite, IRWrite, MemtoReg[1:0], PCSource[1:0], ALUSrcB[1:0], ALUSrcA, RegWrite, RegDst[1:0], CPU_MIO} <= 17'h00058;
                        state             <= I_WB;
                    end
                    I_WB: begin
                        GoToIF;
                    end
                    Lui_WB: begin
                        GoToIF;
                    end
                    Bne_Exe: begin
                        GoToIF;
                    end
                    Jr: begin
                        GoToIF;
                    end
                    Jal: begin
                        GoToIF;
                    end
                    default begin   
                        GoToIF;
                    end
            endcase
        end
    end
endmodule
==> impl_metrics.yaml <==
# flow metrics
logic_synthesis:
  synthCells: 7437
  avgSynthCellArea_um2: 9.20
  synth-edff-count: 1
  synth_top_flop_cell: "dfrtp_1"
  yosysTopAreaCell: "dfrtp_1"
  yosys_area_mm2: 0.0685
  ys_cells: 7437
  top_area_share_pct: 39.3
  syn_area_mm2: 0.0685
  yosys_warnings: 5
  yosys.cell_types.count: 115
  synth_async_sr_flop_share_pct: 94.3
  synth.area.top_cells: "dfrtp_1 39%, mux2_2 8.0%, o21ai_0 5.6%"
  ys_ff: 1145
  ys_seq_share_pct: 41.4
clock_tree:
  h-tree-depth: 3
  cts.reportedPaths.clkPinSlew_ns: 0.06
  clock.latency.late_pin_ns: 0.83
  clk_path_buf_depth: 3
  root_buffer: "clkbuf_16"
  clock-sinks: 1145
  cts_setup_buffers: 0
  ctsHoldBuffers: 0
  cts_inserted_buffers: 121
  cts_tree: "built"
  cts_resized: 0
job:
  warnings: 111
  maxCapViolCount: 0
placed_design:
  port_buffers: 168
  place_hpwl_um: 283000
  dp_cells: 9546
  place_congestion: 1.05
  place_ws_ns: 13.75
  post_dp_cell_area_mm2: 0.0737
timing:
  maxSlewHeadroom_pct: 9.72
  worst_pin_slew_ns: 1.35
  finalClockPeriodUsage_pct: 49.7
  drv_slew: 0
  setup_viol: 0
  rsz0062_at_grt: "false"
  hold_slack_ns: 0.506
  setup_ws_ns: 12.79
  finalCriticalPeriod_ns: 12.61
  setup_tns_ns: 0
  clock_skew_ns: 0.0730
  fmax_mhz: 79.3
  hold_viol: 0
floorplanning:
  fp.dieArea_mm2: 0.173
  die_w_um: 416
  rows: 151
  io_pins: 171
  die_height_um: 416
  design.core.area_mm2: 0.170
  fp_util_pct: 40.3
setup_path:
  reg2regPathDepth: 28
  crit_end: "Datapath.PC_Reg.Q[17]"
  critPathMostFrequentCell: "buf_4"
  cp.arrival_ns: 13.30
  crit_path_max_incr_delay_ns: 0.86
  worst-path-buf-inv: 5
  crit_required_ns: 26.08
  crit_slowest_cell: "or4_1"
  crit_type: "register to register"
  r2r-start: "Datapath.IR.Q[16]"
  cp-end-kind: "register"
  worstPathMaxFanout: 41
  cp_num_cells: 28
  crit_family: "simple AND/OR/NAND/NOR gates"
  rrSetupSlack_ns: 12.79
  crit_start: "Datapath.IR.Q[16]"
  cp-start-kind: "register"
  timing.rr.end: "Datapath.PC_Reg.Q[17]"
global_route:
  grt_max_degree: 116
  grt_pass1_vias: 67300
  antenna_found_initial: 60
  grt_pass1_wl_um: 568000
  grt_use_total_pct: 49.7
  grt.overflow.total: 0
pwr:
  peakVddDrop_mv: 0.0861
  p_per_area_mw_per_mm2: 132
  p_leak_nw: 33.6
  p_total_mw: 10.3
final_layout:
  lay_top_count: "dfrtp_1"
  final_layout_size_suffix_gt1_share_pct: 17.9
  fin_area_mm2: 0.0781
  syn2layout_area_growth_pct: 14.1
  stdcell_count: 9845
  final_util_pct: 46.0
  lay_top_cells: "1060 x dfrtp_1, 819 x nand2_1, 754 x o21ai_0, 484 x mux2_2, 421 x buf_4"
detailed_routing:
  antenna_left: 0
  vias: 70600
  drt_iter0_markers: 8658
  wl_per_cell_um: 42.7
  drc: 0
  drtPass1Iterations: 11
  viasPerCell: 7.17
  wl_um: 420000
run_status:
  outcome: "complete, no violations"
hold_path:
  hold_class: "register to register"
worst min-delay path by stage:
stage	from	to	slack, ns	depth (start not counted)
CTS	Datapath.U2.register[17][27]	Datapath.U2.register[17][27]	0.50	2
global route	Datapath.U2.register[30][31]	Datapath.U2.register[30][31]	0.53	2
finish	Datapath.U2.register[19][17]	Datapath.U2.register[19][17]	0.51	2
where the power goes:
group | switching (mW) | leakage, nW | internal [mW] | total [mW]
Combinational | 4.43 | 16.1 | 1.64 | 6.07
Clock | 0.827 | 2.07 | 1.08 | 1.90
Sequential | 0.289 | 15.4 | 2.01 | 2.30
state kept, by name (all words and copies together) (netlist names):
name	count
Controller.state	4
Datapath.PC_Reg.Q	32
Controller.IRWrite	1
Controller.ALUSrcA	1
Controller.ALU_operation	4
Datapath.U2.register	992
Controller.RegWrite	1
Controller.MemRead	1
Datapath.MDR.Q	32
Controller.Branch	1
Controller.CPU_MIO	1
Controller.MemtoReg	2
Controller.RegDst	2
Controller.IorD	1
Controller.PCSource	2
Controller.PCWrite	1
Datapath.ALU_Out_Reg.Q	32
Datapath.IR.Q	32
Controller.ALUSrcB	2
Controller.MemWrite	1
layout make-up:
class	instances	area (um^2)
well taps	2218	2780
fillers	15900	91500
clock inverters	59	746
inverters	226	852
multi-input cells	5363	36800
diodes	71	178
repair buffers	594	4940
flip-flops and latches	1145	28400
clock buffers	169	3460
layer usage:
layer  wire (um)  vias up  GRT usage [%]
met1      142000    34800           57.4
met2      172000     5747           67.1
met4       42600       52           38.5
li1            -    27900              -
met3       62000     2106           28.5
met5         936        -           5.39
Yosys cell counts, types with 70 or more instances:
cell         n
nand4_1    133
a221oi_1   190
dfrtp_1   1074
nor2_1     363
a21oi_1    292
clkbuf_1   577
a22o_1     199
nand2_1    847
nand3_1    226
mux2i_1    175
inv_1      221
a22oi_1    248
and3_1     180
a211oi_1    70
nor3_1      91
o21ai_0    765
mux2_2     484
ha_1       106
worst min-delay path: stages, from the launching register on:
cell and delay (ns):
dfrtp_1 0.36, nand2_1 0.05, o21ai_0 0.06
logic make-up (layout without fill, tap and decap cells):
group                      after synthesis  in the layout  share of synthesized area (%)
AOI/OAI and AO/OA                     2356           2356                           23.5
and+or+nand+nor                       2172           2172                           15.5
DFF                                   1145           1145                           41.4
buffers and inverters                  929           1048                           5.60
muxes                                  696            696                           11.6
adders and majority gates              108            108                           2.00
xor gates and xnor gates                30             30                          0.384
other                                    1             72                        0.00548
No activity file was given, so power comes from the tool's default toggle rates.
