File: flow/design.v
`timescale 1ns / 1ps
module MIO_BUS(input clk,
               input rst,
               input [3:0] BTN,
               input [15:0] SW,
               input [9:0] ps2kb_key,
               input mem_w,
               input [31:0] Cpu_data2bus,
               input [31:0] addr_bus,
               input [31:0] ram_data_out,
               input [15:0] led_out,
               input [3:0] BlockID,
               output [3:0] BlockType,
               output reg [31:0] Cpu_data4bus,
               output reg [31:0] ram_data_in,
               output reg [9:0] ram_addr,
               output reg data_ram_we,
               output reg GPIOf0000000_we,
               output reg GPIOe0000000_we,
               output reg counter_we,
               output reg [31:0] Peripheral_in);
    reg data_ram_rd,GPIOf0000000_rd,GPIOe0000000_rd,counter_rd,ps2kb_rd,ps2kb_on,rand_rd, block_rd;
    reg [3:0] BlockInfo[0:15]; 
    assign BlockType = {28'b0, BlockInfo[BlockID]};
    initial begin
        randCnt = 0;
        ps2kb_on = 0;
    end
    integer i;
    always @(*) begin
        if(rst)
            for (i = 0; i < 16; i = i + 1)
                BlockInfo[i] <= 4'b0;
        else if(mem_w && addr_bus[31:28] == 4'hD)
            BlockInfo[addr_bus[5:2]] <= Cpu_data2bus;
    end
    reg [3:0] randCnt = 0;
    reg [3:0] myRand = 0;
    always @(*) begin
        if(~rand_rd) begin   
            case(randCnt)
                0: myRand  = 4'd13;
                1: myRand  = 4'd7;
                2: myRand  = 4'd11;
                3: myRand  = 4'd6;
                4: myRand  = 4'd4;
                5: myRand  = 4'd0;
                6: myRand  = 4'd9;
                7: myRand  = 4'd10;
                8: myRand  = 4'd12;
                9: myRand  = 4'd15;
                10: myRand = 4'd14;
                11: myRand = 4'd1;
                12: myRand = 4'd3;
                13: myRand = 4'd2;
                14: myRand = 4'd8;
                15: myRand = 4'd5;
                default: myRand = 4'hx;
            endcase
            randCnt = randCnt == 15 ? 0 : randCnt + 1;
        end
    end
    always @(*) begin
        data_ram_we     = 0;
        data_ram_rd     = 0;
        counter_we      = 0;
        GPIOf0000000_we = 0;
        GPIOf0000000_rd = 0;
        GPIOe0000000_we = 0;
        GPIOe0000000_rd = 0;
        counter_rd      = 0;
        ram_addr        = 10'h0;
        ram_data_in     = 32'h0;
        Peripheral_in   = 32'h0;
        ps2kb_rd        = 0;  
        rand_rd         = 0;  
        block_rd = 0;
        case(addr_bus[31:28])
            4'h0: begin   
                data_ram_we = mem_w;
                ram_addr    = addr_bus[11:2];
                ram_data_in = Cpu_data2bus;
                data_ram_rd = ~mem_w;
            end
            4'hC: begin   
                rand_rd = ~mem_w;
            end
            4'hD: begin   
                ps2kb_rd = ~mem_w;
            end
            4'hE: begin   
                GPIOe0000000_we = mem_w;
                Peripheral_in   = Cpu_data2bus;
                GPIOe0000000_rd = ~mem_w;
            end
            4'hF: begin   
                block_rd = ~mem_w;
            end
        endcase
    end
    always @(posedge clk) begin
        casex({data_ram_rd, ps2kb_rd, rand_rd, block_rd})   
            4'b1xxx: Cpu_data4bus = ram_data_out;
            4'bx1xx: Cpu_data4bus = {22'b0, ps2kb_key};
            4'bxx1x: Cpu_data4bus = {28'b0, myRand};
            4'bxxx1: Cpu_data4bus = {28'b0, BlockInfo[addr_bus[5:2]]};
            default: Cpu_data4bus   = 32'h0;
        endcase
    end
endmodule
File: flow/run.sh
#!/bin/bash
# OpenROAD 26Q1-2900-gdf79404cd8, Yosys 0.63+post, stock flow scripts
make -C /OpenROAD-flow-scripts/flow DESIGN_CONFIG=/design/flow/config.mk WORK_HOME=/design/flow/orfs finish
File: flow/config.mk
export PLATFORM = sky130hd
export DESIGN_NAME = MIO_BUS
export DESIGN_NICKNAME = MIO_BUS
export VERILOG_FILES = /design/flow/design.v
export SDC_FILE = /design/flow/constraint.sdc
export NUM_CORES = 4
export LEC_CHECK = 1
export CORE_AREA = 10 10 158 158
export DIE_AREA = 0 0 168 168
File: flow/constraint.sdc
current_design MIO_BUS

set clk_period 9.2
set clk_io_pct 0.2

create_clock -name clk0 -period $clk_period [get_ports {clk}]

set non_clock_inputs [all_inputs -no_clocks]
set_input_delay [expr $clk_period * $clk_io_pct] -clock clk0 $non_clock_inputs
set_output_delay [expr $clk_period * $clk_io_pct] -clock clk0 [all_outputs]
==> run notes <==
Implementation summary

The netlist uses 63 different library cells. For the completed layout, the total cell area is recorded as 6760 um2. TritonCTS built the clock tree. The run finished with clean final reports. The analysis attributes to cell leakage a power of 2.61 nW. The final hold violation count is 0. In the final layout, the multi-input gates occupy 2330 um2. The met1 layer wirelength in the final routing is 6670 um. The proportion of layout cells with a drive suffix above 1 is 0.0592.

Static timing analysis puts the maximum clock frequency at 153 MHz. The detailed route wirelength on metal3 is 1830 um. The power report attributes to the combinational group a share of 0.294. The number of failing setup endpoints in the final timing report is 0. The floorplan step records an initial core utilization of 0.198. The net switching fraction of the power is 0.262.

The final worst setup slack is 2670 ps. The worst hold-check slack is 2130 ps. The cell area after placement is 6610 um2.

Setup repair after global routing left no endpoint under its margin. The last weighted congestion value of the routability-driven placer is 0.979. The sequential standard cell area is 1720 um2.

The CTS report gives the tree buffer count as 5. The total wirelength of the detailed-routed design is 17100 um. In the CTS report, the clock slew at the register clock pins of the worst setup and hold paths is listed as 50 ps. Per the post-synthesis report, the number of cells in the design is 502. Dividing the detail-routed via count by the number of cells gives 4.51.

The timer found 72 register pins that no clock reaches; their paths are not timed. 72 endpoints have no timing constraint. The final period demand of the worst path is 6530 ps. The slowest stage of the critical path belongs to the cell clkdlybuf4s50_1.

The core area is 21700 um2. Post-CTS timing repair inserted 0 buffers for setup. The via count of the first global-routing pass was 4307. In this run the tools logged warnings totalling 81. Detailed placement finished with a half-perimeter wire length of 13800 um. The average size of a mapped cell is 8.53 um2. Of all nets on the critical path, the largest fanout is 19. The violation tally recorded at the end of detailed-routing iteration 0 is 267.

The floorplan step set the die height to 168 um. The maximum clock insertion buffer count is 2. The floorplan step defined a die boundary enclosing 28200 um2. The maximum number of pins on one net before global-route repair is 44. At the pin with the least slew margin, the transition time is 710 ps.

The data required time reported for the critical path is 7360 ps. The amount of wire on met2 after detailed routing is 8160 um. The initial antenna violation count was 0. The count of TritonRoute iterations in the first routing pass is 5.

The post-cts resize count is 0. The CTS root buffer is clkbuf_16. For this sky-water flow run, the detailed-routed wirelength per cell is reported as 17.6 um. The count of state elements after synthesis is 104. The kind of cell adding the most delay to the critical path is buffers and inverters. Among the stages of the critical path, the cell type that occurs most often is clkdlybuf4s50_1. Global routing finished with a remaining overflow of 0. The width of the die is 168 um.

The maximum vdd ir drop is 75.9 uV. For this design, Yosys synthesis ends with a cell count of 502. The critical path is of the input pin to primary output type. The final layout report lists a filler cell count of 2275.

The critical path contains buffers and inverters numbering 3 combined. The final total negative setup slack is 0 ps. The switching component of the power is 0.000122 W. Per the final report, max-transition violations number 0. The detailed router used layers up to and including met4. The detailed router placed 4385 vias in this run. The count of nets left with antenna violations once routing finished came out at 0.

The area added between synthesis and finish is 57.7%. The flow reported a cell area power density of 68.8 nW/um2. The kind of start point of the critical path is an input pin.

The share of power burned in registers is 0.357. The global-route wire length before repair is 25800 um.

The prevailing post-synth register cell is dlxtn_1. The most frequent logic cell in the layout is clkdlybuf4s50_1. Warnings reported by Yosys during synthesis add up to 10. During placement, the flow inserted port buffers numbering 206. For this run, the script counts the antenna cells in the layout as 0. The biggest cell delay along the critical path is 930 ps. Per the synthesis report, the dominant area consumer among library cells is dlxtn_1. The synthesis report gives the async set-or-reset register share as 0. The fraction of synthesized cell area taken by the top area cell type is 0.252. The part of the power in the clock network is 0.348.

Hold repair after CTS inserted 0 buffers. The max-slew check reports its worst relative slack as 0.525. Ranking logic cells in the layout by count gives the top entries clkdlybuf4s50_1 (206), and2_1 (103), dlxtn_1 (72).

The signal on the critical path passes through clkdlybuf4s50_1, inv_1, nor3_1, nand2_1, a211o_1, nand4_1, clkdlybuf4s50_1. By area the synthesized netlist is led by dlxtn_1 (25%), and2_1 (15%), dfxtp_1 (15%). The number of rows in the core area is 54.

The CTS H-tree depth is 2. The cell area after synthesis is 4280 um2. The period utilization is 0.710. The number of synthesized flops with an enable pin is 0. The path class of the tightest hold or removal check is input pin to flip-flop.

For this design the top-level I/O count stands at 263. Prior to clock tree synthesis, the placed netlist has a worst setup slack of 2670 ps. The endpoint kind of the worst setup timing path is a primary output. The max-capacitance violation count is 0. The total track usage is 0.114.

The internal power of the cells totals 0.000343 W. The critical path data arrival time is 4690 ps. After detailed routing, the number of remaining DRC violations is 0. The summed standard-cell area reported by yosys is 4280 um2. Power comes to 0.000465 W.
## layout make-up
| cell class | instances | area share |
|---|---|---|
| multi-input cells | 350 | 0.345 |
| repair buffers | 220 | 0.321 |
| flip-flops and latches | 104 | 0.255 |
| well taps | 280 | 0.0519 |
| clock buffers | 6 | 0.0206 |
| inverters | 10 | 0.00556 |
| clock inverters | 2 | 0.00148 |
## power groups by stage
stage / combinational [W] / sequential, W / clock (W)
after global routing: 0.000148 / 0.000167 / 0.000172
after CTS: 0.000138 / 0.000166 / 0.000167
final: 0.000137 / 0.000166 / 0.000162
## sequential cells by signal, summed over array words and instances, names as in the netlist
name          cells
myRand            4
BlockInfo        64
randCnt           4
Cpu_data4bus     32
## Yosys cell counts (10+ instances only)
cell type,number
a21oi_1,33
clkbuf_1,15
mux2i_1,11
o21ai_0,22
dlxtn_1,72
buf_2,13
nand2_1,23
nor2_1,13
inv_1,10
and2_1,103
a31oi_1,12
dfxtp_1,32
a22o_1,11
## final timing paths
| kind | from | end | slack, ps | depth (start not counted) |
|---|---|---|---|---|
| hold / removal | ram_data_out[20] | Cpu_data4bus[20]$_SDFF_PN0_ | 2130 | 2 |
| setup / recovery | BlockID[3] | BlockType[1] | 2670 | 7 |
## cells by family after synthesis
| family | after synthesis | synth area share |
|---|---|---|
| latches | 72 | 0.252 |
| AND-OR/OR-AND | 127 | 0.200 |
| buffers and inverters | 49 | 0.0564 |
| XOR/XNOR | 1 | 0.00204 |
| adder cells (fa/ha/maj) | 3 | 0.00876 |
| flip-flops | 32 | 0.150 |
| AND/OR/NAND/NOR | 197 | 0.275 |
| other | 1 | 0.000875 |
| multiplexers | 20 | 0.0546 |
## routing by layer
metal,GRT usage,vias to the layer above
li1,-,2171
met1,0.138,1971
met2,0.187,217
met3,0.0449,26
met4,0.0265,0
met5,0,-
## metrics by stage
stage          cells   util
5_1_grt          972  0.311
2_1_floorplan    503      -
6_report         972  0.311
3_5_place_dp     964  0.305
4_1_cts          972  0.311
3_3_place_gp     964  0.305
Power and IR drop assume default switching activity.
